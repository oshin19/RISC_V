==> flow/design.v <==
module mux2(
input [31:0] a, b ,
input sel,
output [31:0] out
    );
    assign out = sel? a : b ;
endmodule
==> flow/run.sh <==
#!/bin/bash
# OpenROAD 26Q1-2900-gdf79404cd8, Yosys 0.63+post, stock flow scripts
make -C /OpenROAD-flow-scripts/flow DESIGN_CONFIG=/design/flow/config.mk WORK_HOME=/design/flow/orfs finish
==> flow/config.mk <==
export PLATFORM = sky130hd
export DESIGN_NAME = mux2
export DESIGN_NICKNAME = mux2
export VERILOG_FILES = /design/flow/design.v
export SDC_FILE = /design/flow/constraint.sdc
export NUM_CORES = 4
export LEC_CHECK = 1
export CORE_AREA = 10 10 70 70
export DIE_AREA = 0 0 80 80
==> flow/constraint.sdc <==
current_design mux2

set clk_period 1.0
set clk_io_pct 0.2

create_clock -name clk0 -period $clk_period

set non_clock_inputs [all_inputs -no_clocks]
set_input_delay [expr $clk_period * $clk_io_pct] -clock clk0 $non_clock_inputs
set_output_delay [expr $clk_period * $clk_io_pct] -clock clk0 [all_outputs]
==> Slide: Implementation Results <==
Flow Results at a Glance

Synth
  – Post-Syn Instances: 36
  – Post-synth top area cell: mux2_4
  – Main area contributors: mux2_4 (83%), buf_12 (11%), mux2_2 (4.1%), buf_6 (2.1%)
  – Yosys warning count: 0
  – Area share, top type: 82.76%
  – Yosys stat chip area: 544.3 sq um
  – Seq/Total Area, Yosys: 0%
  – Synth cell types: 4
  – Yosys stat cell total: 36
  – Avg Inst Size Synth: 15.12 sq um
  – Most frequent cells after synthesis: mux2_4 (30), buf_12 (3), mux2_2 (2)
  – Top-count cell post-synth: mux2_4
  – Synth Cell Area: 544.3 sq um

Critical path
  – Element type at the critical path start: input port
  – CP Max Fanout: 1
  – Critical Path AT: 970 ps
  – Crit Path Class: in -> out
  – Crit path DRT: 800 ps
  – CP endpoint kind: output pin

Global routing
  – Vias in the first global route: 751
  – Antenna violations before repair: 0
  – Global-route wire length before repair: 3.995 mm
  – GRT Residual Overflow: 0
  – Pin count of the biggest net entering global routing: 11
  – Total track usage: 7.643%

Run status
  – Failing checks: negative setup slack
  – Outcome: complete, but fails checks

Final timing
  – Rel. slew slack: 92.57%
  – Setup tns final: -3693 ps
  – Hold_ws: 691.7 ps
  – Actual slew at the worst max-slew pin: 111.5 ps
  – Fin. max-slew vios: 0
  – Final Critical Period: 1173 ps
  – Final WS setup: -173.1 ps
  – Achievable Freq: 0.8525 GHz
  – Cycle use final: 117.3%
  – Final Hold Fails: 0
  – RSZ-0062 raised after global routing: yes
  – Final Setup Violations: 32

Clock tree
  – Hold Buf Count CTS: 0

Layout
  – Final Cell Area: 1587 sq um
  – Number of clock buffers in the layout: 0
  – Seq cells: 0
  – Fillers: 345
  – Flop area: 0 sq um
  – Area grow syn2layout: 191.5%
  – Layout cell share with drive strength beyond 1: 53.28%

Route
  – Vias: 690
  – Post-detailed-route count of antenna-violating nets: 0
  – DR WL/cell: 14.86 microns
  – Vias per cell: 3.770
  – Drt total wl: 2.720 mm
  – Iteration count of the initial detailed-routing pass: 2
  – N_diodes: 0
  – DR iter-0 viols: 3
  – DRC viols: 0

Power and ir drop
  – PD cells: 390.0 nW/um^2
  – Leakage dissipation: 0.0008873 uW
  – Pwr Total: 618.8 uW
  – Peak supply drop: 0.1609 mV

Placed design
  – DP HPWL: 2.398 mm
  – Area after DPL: 1524 sq um
  – Gpl congestion: 0.7579
  – PortBufs: 97

Floorplanning
  – Die height: 80 microns
  – Core area: 3416 sq um
  – Row count: 21
  – Die Width: 80 microns
  – Fp util: 15.93%
  – Die area: 6400 sq um
  – I/O pins: 97

Flow run
  – Tool Warnings: 34
  – # Max-Cap Violations: 0

Hold path
  – Hold Path Class: in -> out
layout make-up:
type                       count  area (sq um)  share of cell area [%]
tap                           46         57.56                   3.628
multi-input combinational     32         480.5                   30.28
timing repair buffer         105          1049                   66.09
what timing repair did:
item	4_1_cts	5_1_grt
endpoints found under the setup margin	32	32
gates cloned	1	0
resized	170	15
setup buffers	5	0
worst max-delay path: stages:
cell	delay [ps]
clkdlybuf4s50_1	400
mux2_4	260
buf_6	110
cell usage in the layout, fill, tap and decap left out:
| cell | synthesis | layout |
|---|---|---|
| buf_6 | 1 | 21 |
| dlymetal6s2s_1 | 0 | 7 |
| buf_2 | 0 | 12 |
| buf_16 | 0 | 1 |
| clkdlybuf4s50_1 | 0 | 10 |
| buf_12 | 3 | 4 |
| mux2_4 | 30 | 32 |
| dlygate4sd2_1 | 0 | 47 |
| buf_8 | 0 | 3 |
report_power, final:
| group | total, uW | leakage, uW | switching (uW) | internal (uW) |
|---|---|---|---|---|
| clock | 0 | 0 | 0 | 0 |
| sequential | 0 | 0 | 0 | 0 |
| combinational | 619 | 0.000887 | 132 | 487 |
cell families (layout without fill, tap and decap cells):
kind of cell | count (synthesis) | count (layout) | share of synthesized area (%)
buf+inv | 4 | 105 | 13.10
mux | 32 | 32 | 86.90
layer usage:
| metal | GRT usage [%] | share of wire [%] | routed length, microns | vias to the layer above |
|---|---|---|---|---|
| li1 | - | - | - | 339 |
| met1 | 8.767 | 37 | 1017 | 300 |
| met2 | 13.64 | 50 | 1351 | 51 |
| met3 | 3.182 | 13 | 351 | 0 |
| met4 | 0 | 0 | 0 | 0 |
| met5 | 0 | 0 | 0 | - |
metrics by stage:
step | instances | setup slack (ps) | util [%]
floorplan | 36 | 66.90 | -
global placement | 177 | -497.4 | 44.62
detailed placement | 177 | -498.9 | 44.62
CTS | 183 | -174.0 | 44.62
global route | 183 | -195.9 | 46.45
finish | 183 | -173.1 | 46.45
worst paths after layout:
kind                  depth (start not counted)  startpoint  endpoint
worst min-delay path                          3       b[18]   out[18]
worst max-delay path                          3       a[27]   out[27]
Power is estimated from default activity; no workload was simulated.
