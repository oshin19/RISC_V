==> flow/run.sh <==
#!/bin/bash
# OpenROAD 26Q1-2900-gdf79404cd8, Yosys 0.63+post, stock flow scripts
make -C /OpenROAD-flow-scripts/flow DESIGN_CONFIG=/design/flow/config.mk WORK_HOME=/design/flow/orfs finish
==> flow/config.mk <==
export PLATFORM = sky130hd
export DESIGN_NAME = register_file
export DESIGN_NICKNAME = register_file
export VERILOG_FILES = /design/flow/design.v
export SDC_FILE = /design/flow/constraint.sdc
export NUM_CORES = 4
export LEC_CHECK = 1
export CORE_UTILIZATION = 40
==> flow/constraint.sdc <==
current_design register_file

set clk_period 9.8
set clk_io_pct 0.2

create_clock -name clk0 -period $clk_period [get_ports {clk}]

set non_clock_inputs [all_inputs -no_clocks]
set_input_delay [expr $clk_period * $clk_io_pct] -clock clk0 $non_clock_inputs
set_output_delay [expr $clk_period * $clk_io_pct] -clock clk0 [all_outputs]
==> flow/design.v <==
module register_file(
input clk,
input [4:0] a1,a2,a3,
input [31:0] wd3,
input we3,
output wire [31:0] rd1,rd2
 );
 reg [31:0] memory [0:31];
 assign rd1= (a1==0)? 32'd0:  memory[a1];
 assign rd2= (a2==0)? 32'd0:  memory[a2];
 always @(posedge clk) begin
 if(we3 && (a3!=0) )
 memory[a3]<=wd3;
 end
endmodule
==> impl_metrics.toml <==
# flow metrics
[outcome]
status = "finished clean"

[cts]
postCtsResizedCells = 0
clk_pin_slew_worst_paths_ns = 0.06
clk_path_buf_depth = 3
clockRootBuffer = "clkbuf_16"
tritoncts = "done"
cts_made_buffers = 106
hold_buffers = 0
postCtsSetupBuffers = 0
htree_levels = 3
clock-sinks = 1024

[route]
via_per_inst = 6.38
drc = 0
first_pass_iters = 5
drtIter0Drc = 1874
routedWlPerCell_um = 34.6
vias = 28100
final_antenna_net_count = 0
routed_wl_um = 153000

[setup_path]
required_ns = 7.84
cp_common_cell = "buf_4"
cp_cell_sequence = "buf_6 > buf_4 > nor2_4 > and3_2 > buf_4 > a211oi_1 > clkdlybuf4s50_1"
arrival_ns = 5.64
crit_family = "buffers and inverters"
slowest_stage = "a211oi_1"
crit_buf_inv = 4
crit_start = "a2[1]"
path_class = "in2out"
cp-end-kind = "output port"
start_kind = "primary input"
slowest_delay_ns = 0.79
crit_path_max_fanout = 30

[floorplan]
io_pins = 113
dieArea_um2 = 121000
die-height_um = 348
die_w_um = 348
core_um2 = 118000
row_count = 126
initCoreUtil_pct = 40.5

[timing]
fin_tns_setup_ns = 0
setup_viol = 0
finalCriticalPeriod_ns = 7.60
max_freq_ghz = 0.132
slew_viol_final = 0
finalHoldViolCount = 0
fin_hold_ws_ns = 2.07
rsz0062_at_grt = "false"
worst_pin_slew_ns = 1.05
worst_slack_ns = 2.20
fin_crit_sh_pct = 77.6
relSlewSlack_pct = 29.9

[synthesis]
ys_warn_count = 1
synth.area.top_cells = "edfxtp_1 64%, mux4_2 15%, mux2i_1 6.7%, mux4_1 2.0%, mux2_2 1.5%"
top_cell = "edfxtp_1"
top_area_cell = "edfxtp_1"
synth_cell_type_count = 39
yosys-top-cells-count = "1024 x edfxtp_1, 320 x mux2i_1, 316 x mux4_2"
ys_seq_elements = 1024
edf_count = 1024
synth_top_flop_cell = "edfxtp_1"
synth_seq_share_pct = 64.2
postSynth.asyncResetShare_pct = 0
top_cell_area_share_pct = 64.2
syn_area_per_cell_um2 = 18.7
yosys_area_um2 = 47900
synth_area_um2 = 47900
synth_cells = 2564
yosys-stat-cells = 2564

[power_and_ir_drop]
power_mw = 9.78
powerDensity_nw_per_um2 = 179
peakVddDrop_mv = 0.156
power.leakage_nw = 17.6

[cells_and_area]
final_area_um2 = 54600
largest_reg_flops = 1024
seq_area_um2 = 30700
layout-drive-gt1-share_pct = 26.7
reg_top3 = "memory (1024)"
top_register = "memory"
logic_area_um2 = 16400
fillers = 9640
stdcell_count = 4407
syn2layout_area_growth_pct = 14.0
final_util_pct = 46.1

[global_routing]
antenna_found_initial = 6
grt-ovfl-total = 0
grt_max_degree = 71
grt_pass1_wl_um = 218000
grt_pass1_vias = 31500
grt_use_total_pct = 27.8

[min_path]
hold_path_startpoint = "wd3[20]"
hp-class = "in2reg"

[place]
dp_slack_ns = 2.24
place.gp.congestion = 0.892
portBuffers = 112
placed_cell_area_um2 = 51200
dp_cells = 4213
post-dp-hpwl_um = 88100

[flow_run]
max_cap_violations = 0
log.warning_count = 26
cells by family (layout without fill, tap and decap cells):
logic type | count (synthesis) | after routing | synth area share (%)
compound gates | 374 | 374 | 6.15
buf+inv | 217 | 428 | 2.44
flops | 1024 | 1024 | 64.2
mux | 736 | 736 | 25.0
other cells | 1 | 33 | 0.00783
simple gates | 212 | 212 | 2.18
layout by cell type (no fill, tap or decap), types with 5 or more instances in the layout:
| master | synthesis | layout |
|---|---|---|
| a211oi_1 | 53 | 53 |
| a211oi_2 | 11 | 11 |
| a21oi_1 | 32 | 32 |
| a221oi_1 | 38 | 38 |
| a221oi_2 | 16 | 16 |
| a22oi_1 | 64 | 64 |
| a311oi_1 | 32 | 32 |
| buf_4 | 53 | 121 |
| bufinv_16 | 0 | 11 |
| clkbuf_1 | 98 | 18 |
| clkbuf_16 | 0 | 108 |
| clkdlybuf4s50_1 | 0 | 102 |
| clkinv_1 | 0 | 19 |
| clkinv_2 | 0 | 28 |
| conb_1 | 1 | 32 |
| edfxtp_1 | 1024 | 1024 |
| mux2_2 | 64 | 64 |
| mux2i_1 | 320 | 320 |
| mux4_1 | 36 | 36 |
| mux4_2 | 316 | 316 |
| nand2_1 | 85 | 85 |
| nand3b_1 | 6 | 6 |
| nand4_1 | 32 | 32 |
| nor2_4 | 0 | 33 |
| nor2b_1 | 37 | 32 |
| nor2b_4 | 0 | 5 |
| o2111ai_1 | 10 | 10 |
| o21ai_0 | 50 | 50 |
| o221ai_1 | 64 | 64 |
metal layers:
layer  vias to the layer above  part of all wire, %  track usage, %
li1                      11300                    -               -
met1                     14100                   30            30.5
met2                      2361                   46            39.7
met3                       355                   20            24.7
met4                        20                  3.7            7.88
met5                         -                 0.17            1.68
worst paths after layout:
kind / endpoint / slack (ns) / cells past startpoint
max: rd2[16] / 2.20 / 7
min: memory[30][20] / 2.07 / 2
final cells by class:
type,count,share of cell area (%)
Sequential cell,1024,56.3
Multi-Input combinational cell,1354,30.0
Clock buffer,126,5.07
Timing Repair Buffer,233,3.75
Tap cell,1600,3.67
Clock inverter,67,1.17
Inverter,2,0.0160
Antenna cell,1,0.00458
report_power, final:
part | internal, mW | switching [mW] | total, mW
sequential | 4.89 | 0.0266 | 4.91
combinational | 0.371 | 0.512 | 0.884
clock | 2.30 | 1.68 | 3.98
